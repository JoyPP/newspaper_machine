==> /design/flow/design.v <==
module vend_ctrl( coin, clock, reset, newspaper ) ;
    input   [1:0]   coin ;                               
    input           clock ;                              
    input           reset ;                              
    output          newspaper ;                          
    wire            newspaper ;                         
    reg     [1:0]   fsm_state ;                          
    parameter   S0  = 2'b00 ;                            
    parameter   S5  = 2'b01 ;                            
    parameter   S10 = 2'b10 ;                            
    parameter   S15 = 2'b11 ;                            
    parameter   COIN_0  = 2'b00 ;                        
    parameter   COIN_5  = 2'b01 ;                        
    parameter   COIN_10 = 2'b10 ;                        
    assign  newspaper = (fsm_state == S15) ;             
    always  @( posedge clock )
        if ( reset )
            fsm_state <= S0 ;                                            
        else
            case ( fsm_state ) 
                S0  :   if      ( coin == COIN_5 )  fsm_state <= S5 ;    
                        else if ( coin == COIN_10 ) fsm_state <= S10 ;   
                S5  :   if      ( coin == COIN_5 )   fsm_state <= S10 ;  
                        else if ( coin == COIN_10 )  fsm_state <= S15 ;  
                S10 :   if      ( coin == COIN_5 )  fsm_state <= S15 ;   
                        else if ( coin == COIN_10 ) fsm_state <= S15 ;   
                S15 :   fsm_state  <= S0 ;                               
                default : fsm_state <= S0 ;                              
            endcase
endmodule
==> /design/flow/run.sh <==
#!/bin/bash
# OpenROAD 26Q1-2900-gdf79404cd8, Yosys 0.63+post, stock flow scripts
make -C /OpenROAD-flow-scripts/flow DESIGN_CONFIG=/design/flow/config.mk WORK_HOME=/design/flow/orfs finish
==> /design/flow/config.mk <==
export PLATFORM = sky130hd
export DESIGN_NAME = vend_ctrl
export DESIGN_NICKNAME = vend_ctrl
export VERILOG_FILES = /design/flow/design.v
export SDC_FILE = /design/flow/constraint.sdc
export NUM_CORES = 4
export LEC_CHECK = 1
export CORE_AREA = 10 10 70 70
export DIE_AREA = 0 0 80 80
==> /design/flow/constraint.sdc <==
current_design vend_ctrl

set clk_period 1.1
set clk_io_pct 0.2

create_clock -name clk0 -period $clk_period [get_ports {clock}]

set non_clock_inputs [all_inputs -no_clocks]
set_input_delay [expr $clk_period * $clk_io_pct] -clock clk0 $non_clock_inputs
set_output_delay [expr $clk_period * $clk_io_pct] -clock clk0 [all_outputs]
==> job_summary.md <==
## Implementation flow summary

| Metric | Value |
|---|---|
| Post-CTS Resized | `2` |
| Yosys reg bits | `4` |
| Antenna fix cells | `0` |
| Mapped Avg Cell Area | `9.759 µm²` |
| Die H | `~80 µm` |
| CP endpoint kind | `register` |
| # port buffers | `4` |
| Clock Tree Buf Depth | `2` |
| Vias in the first global route | `~170` |
| Total wire length | `around 500 µm` |
| CTS H-tree depth | `1` |
| Final Max Tran Viols | `0` |
| Pwr Density | `1305 nW/µm²` |
| Log Warnings | `25` |
| Dpl cells | `between 60 and 70` |
| RSZ-0062 raised after global routing | `no` |
| Antenna violations before repair | `0` |
| Die span in x | `~80 µm` |
| Top delay family on crit path | `buffers and inverters` |
| Synth Seq Share | `41.03%` |
| RD Place Congestion | `0.7650` |
| Worst path max stage delay | `slightly below 0.6 ns` |
| Ports | `5` |
| R2r startpoint | `fsm_state[2]` |
| YS chip area | `~200 µm²` |
| Commonest Layout Cell | `dfxtp_1` |
| WP buf/inv | `1` |
| Startpoint Class | `input port` |
| Post-Syn Area | `just under 200 µm²` |
| CTS tree | `built` |
| FF-to-FF setup slack | `about 0.21 ns` |
| Setup TNS | `0 ns` |
| M2 GR Usage | `between 1.5 and 2%` |
| Final Cycle Share | `97.08%` |
| Fin Clk Skew | `0.004381 ns` |
| Layout cells sized above 1 | `about 23%` |
| Postcts setup bufs | `0` |
| WP data required | `about 1.2 ns` |
| Clk Latency, worst-skew pair | `about 0.23 ns` |
| # setup viols final | `0` |
| Routed len/inst | `6.764 µm` |
| Via count | `between 150 and 200` |
| Maxcap violations | `0` |
| First-pass DRT Iterations | `2` |
| Clock Sinks | `4` |
| Gr busiest metal | `met1` |
| Most common logic cells in the final layout | `4 x dfxtp_1, 3 x a211oi_1, 3 x clkbuf_4` |
| Worst hold endpoint | `fsm_state[0]` |
| Gr ovfl total | `0` |
| Cts-stage hold buffer count | `0` |
| Hold_sp | `fsm_state[3]` |
| Final Hold Viols | `0` |
| Global-route wire length before repair | `just over 800 µm` |
| DR vias/cell | `roughly 2.3` |
| Critical Path Slowest Stage Cell | `clkdlybuf4s50_1` |
| Ys cells | `20` |
| Gate Count Post-Synth | `20` |
| Worst hold stages | `1` |
| Pin count of the biggest net entering global routing | `8` |
| Core Util at FP | `approximately 5.7%` |
| Worst r2r dst | `fsm_state[2]` |
| Worst slew margin | `around four fifths` |
| DRT iter0 DRCs | `1` |
| DRT antenna net count | `0` |
| Cts bufs inserted | `3` |
| Core Area | `~3400 µm²` |
| Largest registers | `fsm_state x4` |
| Setup CP Type | `in -> reg` |
| Layout Cells excl Fill | `just over 70` |
| Status | `completed` |
| Hold WC Path Type | `reg -> reg` |
| Chip area | `roughly 6400 µm²` |
| DRC Markers | `0` |
| Pleak | `~0.00010 µW` |
| Largest fanout on the critical path | `5` |
| WP data arrival | `about 1.2 ns` |
| Max reg flops | `4` |
| CTS Root Cell | `clkbuf_4` |
| Std-Cell Rows | `21` |
| Fmax | `~0.94 GHz` |
| Worst VDD drop | `0.9097 mV` |
| Ys Warns | `1` |
| Met1 usage | `2.595%` |
| Least-Margin Pin Slew | `about 0.32 ns` |
| GR met3 Demand/Resource | `1.591%` |
| Synth cell types | `13` |
| Total track usage | `roughly 1.7%` |
| Min Tclk post-route | `~1.1 ns` |
| Reg2Reg Depth | `3` |
| Area grow syn2layout | `54.49%` |
| CP Cell Sequence | `clkdlybuf4s50_1, xnor2_1, a211o_1` |
| Reg with most FFs | `fsm_state` |
| Clock Pin Slew Worst Setup and Hold Paths | `approximately 0.030 ns` |
-- worst register-to-register path, delay by kind of cell (launching register included) --
kind	cells	cell delay (ns)
simple gates	2	0.24
compound gates	1	0.22
flops	1	0.34
-- synth_stat cells, drive strengths merged --
cell / count / area (µm²)
a211o: 1 / 8.760
a211oi: 3 / 22.52
a21oi: 2 / 10.01
buf: 2 / 18.77
dfxtp: 4 / 80.08
mux2i: 1 / 10.01
nand2: 1 / 3.750
nor2: 1 / 3.750
nor2b: 2 / 17.52
o21ai: 1 / 5.000
or2: 1 / 6.260
xnor2: 1 / 8.760
-- through the flow --
step           area [µm²]  total power, µW  worst slack, ns  hold WS, ns  util [%]
2_1_floorplan       195.2            201.4           0.2421       0.2891         -
3_3_place_gp        281.5            216.8          -0.2874       0.4325     8.242
3_5_place_dp        281.5            219.5          -0.3438       0.4375     8.242
4_1_cts             301.5            401.3          0.04826       0.4427     8.828
5_1_grt             301.5            428.4          0.01150       0.4626     8.828
6_report            301.5            393.4          0.03216       0.4390     8.828
-- how the worst max path moves through the flow --
| stage | startpoint | endpoint | slack [ns] | cells after the start |
|---|---|---|---|---|
| 6_report | coin[0] | fsm_state[0] | 0.03 | 3 |
| 5_1_grt | coin[0] | fsm_state[0] | 0.01 | 3 |
| 4_1_cts | coin[0] | fsm_state[0] | 0.05 | 3 |
-- layer usage --
metal | wire length [µm] | vias up
met5 | 0 | -
met4 | 0 | 0
met3 | 50 | 0
met2 | 138 | 8
met1 | 299 | 76
li1 | - | 85
-- logic make-up after synthesis --
group	synth area share (%)
flops	41.03
buf+inv	9.616
compound gates	23.72
xor+xnor	4.488
mux	5.128
simple gates	16.03
-- layout make-up --
class / instances / area [µm²]
Clock buffer: 3 / 22.52
Fill cell: 412 / 3114
Multi-Input combinational cell: 14 / 96.34
Sequential cell: 4 / 80.08
Tap cell: 46 / 57.56
Timing Repair Buffer: 5 / 45.04
-- power by group --
group | internal, µW | total (µW) | switching, µW
clock | 122 | 178 | 56.1
combinational | 29.3 | 51.3 | 22.0
sequential | 157 | 164 | 7.16
Power figures rest on the tool's default switching activity, not on a simulated workload.
